==> ./design.v <==
module ALU #(
    parameter DATA_W = 32
)
(
    input                       i_clk,    
    input                       i_rst_n,  
    input                       i_valid,  
    input [DATA_W - 1 : 0]      i_A,      
    input [DATA_W - 1 : 0]      i_B,      
    input [         2 : 0]      i_inst,   
    output [2*DATA_W - 1 : 0]   o_data,   
    output                      o_done    
);
    parameter S_IDLE           = 2'd0;
    parameter S_ONE_CYCLE_OP   = 2'd1;
    parameter S_MULTI_CYCLE_OP = 2'd2;
    reg  [         1: 0] state, state_nxt;  
    reg  [  DATA_W-1: 0] operand_a, operand_a_nxt;
    reg  [  DATA_W-1: 0] operand_b, operand_b_nxt;
    reg  [         2: 0] inst, inst_nxt;
    wire [  DATA_W-1: 0] add_buf, sub_buf;
    reg  [  2*DATA_W: 0] shift_reg, shift_reg_nxt;
    reg                  done, done_nxt;
    reg  [         4: 0] counter;
    assign add_buf = operand_a + operand_b;
    assign sub_buf = operand_a - operand_b;
    assign o_data = shift_reg[ 2*DATA_W-1: 0];
    assign o_done = done;
    always @(*) begin
        if (i_valid) begin
            operand_a_nxt = i_A;
            operand_b_nxt = i_B;
            inst_nxt      = i_inst;
        end
        else begin
            operand_a_nxt = operand_a;
            operand_b_nxt = operand_b;
            inst_nxt      = inst;
        end
    end
    always @(*) begin
        case(state)
            S_IDLE           :  begin
                if (i_valid) state_nxt = (i_inst >= 6 ) ? S_MULTI_CYCLE_OP : S_ONE_CYCLE_OP;
                else state_nxt = state;
            end
            S_ONE_CYCLE_OP   :  state_nxt = S_IDLE;
            S_MULTI_CYCLE_OP :  state_nxt = (counter == 31) ? S_IDLE : state;           
            default : state_nxt = state;
        endcase
    end
    always @(posedge i_clk) begin 
        counter = (state == S_MULTI_CYCLE_OP) ? counter + 5'd1 : 5'd0;
    end
    always @(*) begin
        case (state)
            S_IDLE          : begin
                shift_reg_nxt = 65'b0;
                done_nxt = 1'b0;
            end
            S_ONE_CYCLE_OP  : begin
                case (inst)
                    3'd0    : begin
                        if ((operand_a[DATA_W-1] == 1) && (operand_b[DATA_W-1] == 1) && (add_buf[DATA_W-1] == 0))
                            shift_reg_nxt[31:0] = {1'b1, 31'b0};
                        else if ((operand_a[DATA_W-1] == 0) && (operand_b[DATA_W-1] == 0) && (add_buf[DATA_W-1] == 1))
                            shift_reg_nxt[31:0] = {1'b0, {31{1'b1}}};
                        else
                            shift_reg_nxt[31:0] = add_buf;
                    end
                    3'd1    : begin
                        if ((operand_a[DATA_W-1] == 1) && (operand_b[DATA_W-1] == 0) && (sub_buf[DATA_W-1] == 0))
                            shift_reg_nxt[31:0] = {1'b1, 31'b0};
                        else if ((operand_a[DATA_W-1] == 0) && (operand_b[DATA_W-1] == 1) && (sub_buf[DATA_W-1] == 1))
                            shift_reg_nxt[31:0] = {1'b0, {31{1'b1}}};
                        else
                            shift_reg_nxt[31:0] = sub_buf;
                    end
                    3'd2    : shift_reg_nxt[31:0] = operand_a & operand_b;
                    3'd3    : shift_reg_nxt[31:0] = operand_a | operand_b;
                    3'd4    : shift_reg_nxt[31:0] = ($signed(operand_a) < $signed(operand_b)) ? 32'd1 : 32'd0;
                    3'd5    : shift_reg_nxt[31:0] = $signed(operand_a) >>> $signed(operand_b);
                    default : shift_reg_nxt[31:0] = shift_reg[31:0];
                endcase
                shift_reg_nxt[64:32] = 33'b0;
                done_nxt = 1'b1;
            end
            S_MULTI_CYCLE_OP: begin
                case (inst)
                    3'd6    : begin
                        if (counter == 0)
                            shift_reg_nxt[31:0] = operand_a;
                        else
                            shift_reg_nxt[31:0] = shift_reg[31:0];
                        if(shift_reg_nxt[0] == 1)
                            shift_reg_nxt[64:32] = shift_reg[63:32] + operand_b;
                        else
                            shift_reg_nxt[64:32] = shift_reg[63:32];
                        shift_reg_nxt = shift_reg_nxt >> 1;
                        if (counter == 31) 
                            done_nxt = 1'b1;
                        else 
                            done_nxt = 1'b0;
                    end
                    3'd7    :begin
                        if (counter == 0) begin
                            if ((operand_b == 1) && (operand_a[31] == 1)) begin
                                shift_reg_nxt[31:1] = operand_a[30:0];
                                shift_reg_nxt[32] = 0;
                                shift_reg_nxt[0] = 1;
                            end
                            else begin
                                shift_reg_nxt[32:1] = operand_a;
                                shift_reg_nxt[0] = 0;
                            end
                            shift_reg_nxt[63:33] = shift_reg[63:33];
                        end
                        else begin
                            if (shift_reg[63:32] >= operand_b) begin
                                shift_reg_nxt[63:32] = shift_reg[63:32] - operand_b;
                                shift_reg_nxt[0] = 1;
                            end
                            else begin
                                shift_reg_nxt[63:32] = shift_reg[63:32];
                                shift_reg_nxt[0] = 0;
                            end
                            shift_reg_nxt[31:1] = shift_reg[31:1];
                        end
                        if (counter == 31) 
                            done_nxt = 1'b1;
                        else begin
                            shift_reg_nxt = shift_reg_nxt << 1;
                            done_nxt = 1'b0;
                        end
                    end
                    default :begin
                        shift_reg_nxt = shift_reg;
                        done_nxt = done;
                    end
                endcase
            end
            default : begin
                shift_reg_nxt = shift_reg;
                done_nxt = 1'b0;
            end
        endcase
    end
    always @(posedge i_clk or negedge i_rst_n) begin
        if(!i_rst_n) begin 
            done <= 0;
        end
        else begin
            done <= done_nxt;
        end
    end
    always @(posedge i_clk or negedge i_rst_n) begin
        if (!i_rst_n) begin
            state       <= S_IDLE;
            operand_a   <= 0;
            operand_b   <= 0;
            inst        <= 0;
            shift_reg   <= 0;
        end
        else begin
            state       <= state_nxt;
            operand_a   <= operand_a_nxt;
            operand_b   <= operand_b_nxt;
            inst        <= inst_nxt;
            shift_reg   <= shift_reg_nxt;
        end
    end
endmodule
==> ./run.sh <==
#!/bin/bash
# OpenROAD 26Q1-2900-gdf79404cd8, Yosys 0.63+post, stock flow scripts
make -C /OpenROAD-flow-scripts/flow DESIGN_CONFIG=/design/flow/config.mk WORK_HOME=/design/flow/orfs finish
==> ./config.mk <==
export PLATFORM = sky130hd
export DESIGN_NAME = ALU
export DESIGN_NICKNAME = ALU
export VERILOG_FILES = /design/flow/design.v
export SDC_FILE = /design/flow/constraint.sdc
export NUM_CORES = 4
export LEC_CHECK = 1
export CORE_UTILIZATION = 40
==> ./constraint.sdc <==
current_design ALU

set clk_period 21.4
set clk_io_pct 0.2

create_clock -name clk0 -period $clk_period [get_ports {i_clk}]

set non_clock_inputs [all_inputs -no_clocks]
set_input_delay [expr $clk_period * $clk_io_pct] -clock clk0 $non_clock_inputs
set_output_delay [expr $clk_period * $clk_io_pct] -clock clk0 [all_outputs]
==> GITHUB_STEP_SUMMARY <==
## Synthesis and layout report

| Metric | Value |
|---|---|
| EDFF count, synth | 0 |
| Vias in the first global route | about 18000 |
| Max reg flops | 64 |
| CTS buffer count | 17 |
| H-tree levels | 4 |
| Setup_tns | 0 ps |
| Worst Tran Pin Value | slightly below 1000 ps |
| Final Util | a little under half |
| PortBufs | 134 |
| Final hold violation count | 0 |
| Ports | between 100 and 150 |
| Die height | about 220 um |
| Die area | about 47000 um2 |
| Crit path kind | reg2out |
| Floorplan row count | a little under 80 |
| DRT iter0 DRCs | approximately 2000 |
| Reg2reg end | shift_reg[0] |
| P&R area growth vs syn | 12.63% |
| And-or/or-and share of the synthesized area | roughly a third |
| Worst Path Required | ~17000 ps |
| Seq share, synth | a little under a fifth |
| Power per cell area | ~67 nW/um2 |
| Cells along the critical path | clkdlybuf4s50_1 |
| Via Count | between 15000 and 20000 |
| Main logic family | AND-OR/OR-AND gates |
| Synth Instances | 2439 |
| Log Warnings | roughly 120 |
| Yosys-reported design area after synthesis | roughly 18000 um2 |
| Worst reg2reg startpoint | operand_b[0] |
| Antenna Violating Nets Remaining | 0 |
| Dominant cell type by area after synthesis | dfrtp_1 |
| CTS tree | built |
| Final setup fails | 0 |
| Netlist cell types | between 100 and 150 |
| Clock Pin Slew Worst Setup and Hold Paths | 80 ps |
| DP Wirelength | 64.93 mm |
| Warnings, synthesis | 1 |
| FF-to-FF path depth | 13 |
| Resize count post-CTS | 0 |
| WP depth | 1 |
| All-Layer GR Usage | between 30% and 40% |
| Largest net degree at the start of global routing | between 80 and 90 |
| Crit-path leading delay family | buffers and inverters |
| CP peak stage delay | 570 ps |
| Max Slew Vio Count | 0 |
| Async SR Flop Fraction | 96.43% |
| First-pass GRT wire length | around 120 mm |
| Min cycle time layout | between 5000 and 6000 ps |
| Sink Count | 140 |
| Top area contributor share | ~18% |
| Ranking of synthesized cells by area | dfrtp_1 18%, ha_1 11%, a21oi_1 7.0%, o21ai_0 4.9%, nand2_1 4.8% |
| DRT Pass-1 Iters | 5 |
| Crit path to | o_data[32] |
| Post-CTS Hold Buffers | 0 |
| Initial core utilization | 40.54% |
| Worst setup EP type | output pin |
| Placeable core area | about 45000 um2 |
| Hold Path Class | reg2reg |
| Synthesized area per cell | roughly 7.5 um2 |
| Normalized max-slew margin | 34.86% |
| Final wirelength | about 85 mm |
| Maximum fanout along the worst path | 5 |
| Final period util | approximately 27% |
| Max-Cap Viols | 0 |
| Initial antenna violation count | 2 |
| Outcome | completed |
| Share of layout cells above drive strength 1 | 7.463% |
| Postcts setup bufs | 0 |
| Remaining DRCs | 0 |
| Vias per std cell | ~6.3 |
| Synth Area in XOR/XNOR | about 5.0% |
| Worst EP arrival | around 1500 ps |
| RSZ-0062 raised after global routing | false |
| GR Overflow Total | 0 |
| Die width | about 220 um |
| Max Root-Sink Buffers | 2 |
| Lkg Pwr | 8.856 nW |
| Post-synthesis cell count from yosys | around 2400 |
| Worst skew pair latency | roughly 510 ps |
| Cell area after synthesis | approximately 18000 um2 |
| Critical path origin | shift_reg[32] |
| Fa+ha+maj area frac | between 10% and 20% |
| Worst path bufs/invs | 1 |
| RePlAce Congestion | between 1 and 1.5 |
| Worst Skew | roughly 13 ps |
| VDD IR max | slightly below 0.07 mV |
| Max Fclk | 171.9 MHz |
| CTS Root Cell | clkbuf_16 |
| Wire per inst | about 28 um |
| Post-synth regs | 140 |
| Top FF cell, synth | dfrtp_1 |
| Yosys simple share | roughly 18% |
| Fillcell total | between 4000 and 5000 |
| R2r setup slk | 16410 ps |
| Total chip power | between 1 and 1.5 mW |
| Critical path's slowest cell | clkdlybuf4s50_1 |
| CP Launch Type | flip-flop |
| Mux frac, synth | slightly below 8% |
==> per-stage QoR <==
stage	hold WS (ps)	cells	cell area (um2)	setup WS (ps)
after global routing	519.5	3079	20720	15520
after floorplan	430.0	2439	18400	16120
after global placement	444.1	3047	20160	15460
final	473.5	3080	20720	15580
after CTS	476.1	3079	20720	15550
after detailed placement	461.0	3047	20160	15420
==> cell usage after synthesis (20+ instances only) <==
cell type	count
a221o_1	20
mux4_2	31
nand2b_1	27
o211ai_1	20
buf_2	31
ha_1	164
o31ai_1	21
a211oi_1	57
a31oi_1	27
xnor2_1	86
o21bai_1	20
nand2_1	234
nor3_1	42
nor2_1	232
mux2i_1	63
inv_1	126
o22ai_1	29
and2_1	36
dfrtp_1	134
o21ai_0	180
a22oi_1	26
a21o_1	36
a21oi_1	256
o21ai_1	30
clkbuf_1	126
nand3_1	34
==> layout by cell type (no fill, tap or decap), drive strengths merged, types with 14 or more instances in the layout <==
| master | count |
|---|---|
| mux2i | 63 |
| nor4 | 19 |
| mux4 | 31 |
| o31ai | 22 |
| o21bai | 22 |
| nor3 | 42 |
| o211ai | 20 |
| o21a | 16 |
| nand2b | 27 |
| nor2 | 234 |
| a21oi | 256 |
| o21ai | 211 |
| nand2 | 235 |
| dfrtp | 134 |
| nand4 | 14 |
| inv | 136 |
| a31oi | 30 |
| and2 | 37 |
| clkbuf | 17 |
| a22oi | 26 |
| ha | 164 |
| o32ai | 17 |
| clkdlybuf4s50 | 132 |
| a221oi | 15 |
| nor2b | 19 |
| xnor2 | 87 |
| a211oi | 61 |
| nand3 | 34 |
| a221o | 20 |
| o22ai | 29 |
| buf | 56 |
| xor2 | 17 |
| o221ai | 15 |
| a21o | 36 |
==> cell families (layout without fill, tap and decap cells) <==
group | after synthesis | after routing
DFF | 140 | 140
buffers and inverters | 314 | 354
xor gates and xnor gates | 104 | 104
adders and majority gates | 168 | 168
and+or+nand+nor | 710 | 710
AOI/OAI and AO/OA | 898 | 898
other | 0 | 1
muxes | 105 | 105
==> final cells by class <==
| class | instances | area (um2) | area share, % |
|---|---|---|---|
| multi-input combinational | 1985 | 13680 | 66.02 |
| clock buffer | 17 | 425.4 | 2.053 |
| inverter | 134 | 504.2 | 2.433 |
| timing repair buffer | 188 | 1745 | 8.423 |
| tap | 600 | 750.7 | 3.623 |
| sequential | 140 | 3483 | 16.81 |
| antenna | 1 | 2.502 | 0.01208 |
| clock inverter | 15 | 130.1 | 0.6280 |
==> per-layer routing <==
metal	wire, um	up-vias	share of wire (%)	GRT usage (%)
met5	12	-	0.014	0
met4	3980	2	4.7	13.85
met3	6671	157	7.8	6.968
met2	37760	984	44	55.80
met1	36860	9424	43	53.54
li1	-	8975	-	-
==> worst min-delay path by stage <==
stage,depth (start not counted),from,to,slack [ps]
after CTS,1,counter[0],counter[0],480
after global routing,1,counter[0],counter[0],520
final,1,counter[0],counter[0],470
==> report_power, final <==
part           switching, mW  leakage, nW  internal (mW)
clock                  0.152        0.268          0.152
sequential            0.0602         1.79          0.291
combinational          0.467         6.80          0.273
total                  0.680         8.86          0.716
Power and IR drop assume default switching activity.
